===== flow/run.sh =====
#!/bin/bash
# OpenROAD 26Q1-2900-gdf79404cd8, Yosys 0.63+post, stock flow scripts
make -C /OpenROAD-flow-scripts/flow DESIGN_CONFIG=/design/flow/config.mk WORK_HOME=/design/flow/orfs finish

===== flow/config.mk =====
export PLATFORM = sky130hd
export DESIGN_NAME = cordic_dsd_multiclock_with_rst
export DESIGN_NICKNAME = cordic_dsd_multiclock_with_rst
export VERILOG_FILES = /design/flow/design.v
export SDC_FILE = /design/flow/constraint.sdc
export NUM_CORES = 4
export LEC_CHECK = 1
export CORE_UTILIZATION = 40

===== flow/constraint.sdc =====
current_design cordic_dsd_multiclock_with_rst

set clk_period 45.2
set clk_io_pct 0.2

create_clock -name clk0 -period $clk_period [get_ports {clk}]

set non_clock_inputs [all_inputs -no_clocks]
set_input_delay [expr $clk_period * $clk_io_pct] -clock clk0 $non_clock_inputs
set_output_delay [expr $clk_period * $clk_io_pct] -clock clk0 [all_outputs]

===== flow/design.v =====
module cordic_dsd_multiclock_with_rst #(parameter DATA_WIDTH = 28)
(
	input	clk, rst,
	input signed [DATA_WIDTH-1:0] z,
	output signed [DATA_WIDTH-1:0] sin_out
);
	reg [4:0] n = 5'd14;
	reg signed [DATA_WIDTH+3:0] x_0, x_0_next;
	reg signed [DATA_WIDTH+3:0] y_0, y_0_next;
	reg signed [DATA_WIDTH+3:0] z_0, z_0_next;	
	reg[DATA_WIDTH-1:0] out_reg;
	reg state;
	wire signed [DATA_WIDTH-1:0] tan_values[0:DATA_WIDTH-1];
	assign tan_values[0] = 28'h3243F6B;
	assign tan_values[1] = 28'h1DAC670;
	assign tan_values[2] = 28'h0FADBB0;
	assign tan_values[3] = 28'h07F56EA;
	assign tan_values[4] = 28'h03FEAB7;
	assign tan_values[5] = 28'h01FFD56;
	assign tan_values[6] = 28'h00FFFAB;
	assign tan_values[7] = 28'h007FFF5;
	assign tan_values[8] = 28'h003FFFF;
	assign tan_values[9] = 28'h0020000;
	assign tan_values[10] = 28'h0010000;
	assign tan_values[11] = 28'h0008000;
	assign tan_values[12] = 28'h0004000;
	assign tan_values[13] = 28'h0002000;
	assign tan_values[14] = 28'h0001000;
	assign tan_values[15] = 28'h0000800;
	assign tan_values[16] = 28'h0000400;
	assign tan_values[17] = 28'h0000200;
	assign tan_values[18] = 28'h0000100;
	assign tan_values[19] = 28'h0000080;
	assign tan_values[20] = 28'h0000040;
	assign tan_values[21] = 28'h0000020;
	assign tan_values[22] = 28'h0000010;
	assign tan_values[23] = 28'h0000008;
	assign tan_values[24] = 28'h0000004;
	assign tan_values[25] = 28'h0000002;
	assign tan_values[26] = 28'h0000001;
	assign tan_values[27] = 28'h0000001;
	always @ (*)
	begin
		x_0 <= x_0_next;
		y_0 <= y_0_next;
		z_0 <= z_0_next;
		if(n == 5'd14)
		begin
			state = 1'b0;
		end
		else
		begin
			state = 1'b1;
		end
	end
	always @ (posedge clk)
	begin
		case (state)
			1'b0:
			begin
				x_0_next <= 31'h26DD3B7;
				y_0_next <= 31'b0;
				z_0_next <= z;
				n <= 5'b0;
				out_reg <= y_0_next;				
			end
			1'b1:
			begin
				if (z_0[DATA_WIDTH-1]==1'b0)
				begin
					x_0_next = x_0 - (y_0 >>> (n << 1));
					y_0_next = y_0 + (x_0 >>> (n << 1));
					z_0_next = z_0 - tan_values[(n << 1)];
				end
				else
				begin
					x_0_next = x_0 + (y_0 >>> (n << 1));
					y_0_next = y_0 - (x_0 >>> (n << 1));
					z_0_next = z_0 + tan_values[(n << 1)];
				end
				x_0 = x_0_next;
				y_0 = y_0_next;
				z_0 = z_0_next;
				if (z_0[DATA_WIDTH-1]==1'b0)
				begin
					x_0_next = x_0 - (y_0 >>> ((n << 1) + 1));
					y_0_next = y_0 + (x_0 >>> ((n << 1) + 1));
					z_0_next = z_0 - tan_values[((n << 1) + 1)];
				end
				else
				begin
					x_0_next = x_0 + (y_0 >>> ((n << 1) + 1));
					y_0_next = y_0 - (x_0 >>> ((n << 1) + 1));
					z_0_next = z_0 + tan_values[((n << 1) + 1)];
				end
				n = n + 1'b1;
			end
		endcase
	end
	assign sin_out = out_reg;
endmodule

==> flow_metrics.tcl <==
# collected from the flow reports
set metrics [dict create \
    edf_count 120 \
    synth-seq-area-share_pct 20.7 \
    netlist.area_leader.share_pct 13.5 \
    synth_chip_area_mm2 0.0268 \
    stop_stage "synthesis" \
    yosys_warnings 1 \
    largest_area_cell "edfxtp_1" \
    synth_cell_types 122 \
    ys_cells 3347 \
    async_reset_ff_share_pct 0 \
    outcome "stopped before the end" \
    stop_error "ERROR: Found 92 problems in 'check -assert'." \
    topCellsByArea "edfxtp_1 13%, ha_1 8.7%, dfxtp_1 7.3%" \
    flop_cell "edfxtp_1" \
    synth_flops 217 \
]
[cell families after synthesis]
logic type	after synthesis	synth area share, %
buffers and inverters	307	5.12
AND/OR/NAND/NOR	1116	19.7
adder cells (fa/ha/maj)	194	9.23
flip-flops	217	20.7
XOR/XNOR	269	8.91
AND-OR/OR-AND	1077	26.8
multiplexers	167	9.50
[synthesized netlist by cell type, types with 13 or more instances]
cell type and number:
nand2_1 301, and3_1 31, o211ai_1 27, inv_1 103
xnor2_1 180, nor2_1 362, buf_4 17, a31oi_1 64
mux4_1 18, mux2_2 34, a21oi_1 301, dfxtp_1 97
edfxtp_1 120, a221oi_1 18, nand2b_1 39, a211oi_1 60
nand4_1 24, buf_2 15, or3_1 28, o221ai_1 13
mux4_2 40, nor4_1 21, o21bai_1 26, nor3_1 92
mux2i_1 70, o22ai_1 19, ha_1 187, xor2_1 86
o21a_1 32, nor2b_1 39, nand3_1 59, o31ai_1 21
buf_1 26, o21ai_0 206, or2_2 30, and2_1 44
clkbuf_1 129, a21o_1 77, a21boi_0 13
