`flow/config.mk`:
```
export PLATFORM = sky130hd
export DESIGN_NAME = cordic_dsd_multirate
export DESIGN_NICKNAME = cordic_dsd_multirate
export VERILOG_FILES = /design/flow/design.v
export SDC_FILE = /design/flow/constraint.sdc
export NUM_CORES = 4
export LEC_CHECK = 1
export CORE_UTILIZATION = 50
```
`flow/constraint.sdc`:
```
current_design cordic_dsd_multirate

set clk_period 24.8
set clk_io_pct 0.2

create_clock -name clk0 -period $clk_period [get_ports {clk}]

set non_clock_inputs [all_inputs -no_clocks]
set_input_delay [expr $clk_period * $clk_io_pct] -clock clk0 $non_clock_inputs
set_output_delay [expr $clk_period * $clk_io_pct] -clock clk0 [all_outputs]
```
`flow/design.v`:
```
module cordic_dsd_multirate #(parameter DATA_WIDTH = 28)
(
	input	clk, rst,
	input signed [DATA_WIDTH-1:0] z,
	output signed [DATA_WIDTH-1:0] sin_out
);
	reg [4:0] n = 5'd14;
	reg signed [DATA_WIDTH+3:0] x_0, x_0_next, x_1_next;
	reg signed [DATA_WIDTH+3:0] y_0, y_0_next, y_1_next;
	reg signed [DATA_WIDTH+3:0] z_0, z_0_next, z_1_next;	
	reg[DATA_WIDTH-1:0] out_reg;
	reg state;
	wire signed [DATA_WIDTH-1:0] tan_values[0:DATA_WIDTH-1];
	assign tan_values[0] = 28'h3243F6B;
	assign tan_values[1] = 28'h1DAC670;
	assign tan_values[2] = 28'h0FADBB0;
	assign tan_values[3] = 28'h07F56EA;
	assign tan_values[4] = 28'h03FEAB7;
	assign tan_values[5] = 28'h01FFD56;
	assign tan_values[6] = 28'h00FFFAB;
	assign tan_values[7] = 28'h007FFF5;
	assign tan_values[8] = 28'h003FFFF;
	assign tan_values[9] = 28'h0020000;
	assign tan_values[10] = 28'h0010000;
	assign tan_values[11] = 28'h0008000;
	assign tan_values[12] = 28'h0004000;
	assign tan_values[13] = 28'h0002000;
	assign tan_values[14] = 28'h0001000;
	assign tan_values[15] = 28'h0000800;
	assign tan_values[16] = 28'h0000400;
	assign tan_values[17] = 28'h0000200;
	assign tan_values[18] = 28'h0000100;
	assign tan_values[19] = 28'h0000080;
	assign tan_values[20] = 28'h0000040;
	assign tan_values[21] = 28'h0000020;
	assign tan_values[22] = 28'h0000010;
	assign tan_values[23] = 28'h0000008;
	assign tan_values[24] = 28'h0000004;
	assign tan_values[25] = 28'h0000002;
	assign tan_values[26] = 28'h0000001;
	assign tan_values[27] = 28'h0000001;
	always @ (*)
	begin
		x_0 <= x_1_next;
		y_0 <= y_1_next;
		z_0 <= z_1_next;
		if(n == 5'd14)
		begin
			state = 1'b0;
		end
		else
		begin
			state = 1'b1;
		end
	end
	always @ (posedge clk)
	begin
		if(rst)
		begin
			n <= 5'd14;
		end
		else
		begin
			case (state)
				1'b0:
				begin
					x_1_next <= 31'h26DD3B7;
					y_1_next <= 31'b0;
					z_1_next <= z;
					n <= 5'b0;
					out_reg <= y_1_next;				
				end
				1'b1:
				begin
					if (z_0[DATA_WIDTH-1]==1'b0)
					begin
						x_0_next = x_0 - (y_0 >>> (n << 1));
						y_0_next = y_0 + (x_0 >>> (n << 1));
						z_0_next = z_0 - tan_values[(n << 1)];
					end
					else
					begin
						x_0_next = x_0 + (y_0 >>> (n << 1));
						y_0_next = y_0 - (x_0 >>> (n << 1));
						z_0_next = z_0 + tan_values[(n << 1)];
					end
					if (z_0_next[DATA_WIDTH-1]==1'b0)
					begin
						x_1_next = x_0_next - (y_0_next >>> ((n << 1) + 1));
						y_1_next = y_0_next + (x_0_next >>> ((n << 1) + 1));
						z_1_next = z_0_next - tan_values[((n << 1) + 1)];
					end
					else
					begin
						x_1_next = x_0_next + (y_0_next >>> ((n << 1) + 1));
						y_1_next = y_0_next - (x_0_next >>> ((n << 1) + 1));
						z_1_next = z_0_next + tan_values[((n << 1) + 1)];
					end
					n = n + 1'b1;
				end
			endcase
		end
	end
	assign sin_out = out_reg;
endmodule
```
`flow/run.sh`:
```
#!/bin/bash
# OpenROAD 26Q1-2900-gdf79404cd8, Yosys 0.63+post, stock flow scripts
make -C /OpenROAD-flow-scripts/flow DESIGN_CONFIG=/design/flow/config.mk WORK_HOME=/design/flow/orfs finish
```
==> metrics.csv <==
metric,value,unit
status,"finished, final reports clean",
final_core_util,54.57,%
largest_area_cell,edfxtp_1,
fin_skew,0.01668,ns
post_route_cells_drive_above_1_share,9.390,%
worst-path-buf-inv,4,
area.sequential,3719,sq um
cts_tree,yes,
cts-resized-gates,0,
enable_flop_cells,120,
cp_max_fo,67,
floorplan.core_util,50.81,%
postSynthCellCount,3242,
post-route-worst-setup-slack,11.53,ns
layout.filler_cells,4381,
ys_async_rst_share,0,%
placeableCoreArea,49150,sq um
ys_chip_area,24970,sq um
numPortBuffers,57,
cts.sinks,125,
vias_in_the_first_global_route,24290,
antenna_found_initial,4,
number_of_warning_messages_in_the_logs,44,
common_cells,"nor2_1 (356), a21oi_1 (314), nand2_1 (311)",
setup_total_negative_slack,0,ns
cap_viol_max_count,0,
grt_pass1_wl,155500,microns
timing.critical_path.required,25.06,ns
rsz_0062_raised_after_global_routing,no,
final_hold_viol_count,0,
grt_start_max_net_pins,118,
hold-path-endpoint,out_reg[0]$_DFFE_PP_,
tightest_slew,1.055,ns
register_clock_pin_slew_on_the_reported_worst_setup_and_hold_paths,0.07,ns
diodes,0,
post_synth_main_area_contributors,"edfxtp_1 (14%), ha_1 (10%), a21oi_1 (6.3%), mux4_2 (6.2%), nor2_1 (5.4%)",
synth_stat.cells,3242,
chipArea,50840,sq um
worst-r2r-cell-count,50,
leading_registers_by_flop_count,"x_1_next x32, y_1_next x32",
final.hold.worst_slack,0.5857,ns
max-slew-margin-rel,29.15,%
synthFlopType,edfxtp_1,
postRouteAntennaNets,0,
boundary_pins,58,
grt_overflow,0,
fmax,0.07537,GHz
setup-violations-final,0,
post-cts-setup-buffer-count,0,
cts-htree-levels,4,
routed_via_density,6.847,
synth_cell_type_count,124,
hpwl_detailed,84180,microns
postSynthRegisterBits,125,
rr_endpoint,x_1_next[30]$_SDFFCE_PP0N_,
worstSetupStartpointType,flip-flop,
numCtsBuffers,17,
hold_path_startpoint,y_1_next[0]$_SDFFCE_PP0N_,
critical_path_class,reg -> reg,
grt_util_all_layers,43.23,%
root_buffer,clkbuf_16,
mappedNetlistArea,24970,sq um
gp_congestion,1.137,
critPathSlowestCell,dfxtp_4,
dp_slack,11.90,ns
synthesis.area_per_instance,7.703,sq um
routed-via-count,26640,
die_h,225.5,microns
final_routed_drc_violation_total,0,
cp_data_arrival_time,13.53,ns
timing.critical_path.slowest_cell_delay,0.83,ns
route.final.wire_length,107300,microns
hold_buffers,0,
routed_wire_length_per_instance,27.56,microns
worstHoldPathType,reg -> reg,
multi_input_comb_area,20120,sq um
yosysMostFrequentCell,nor2_1,
r2r_setup_slack,11.53,ns
area_growth_syn_to_layout,7.405,%
worst_r2r_startpoint,n[2]$_SDFF_PP1_,
timing.critical_path.to_type,flip-flop,
most_frequent_cell_on_the_critical_path,a21o_1,
fp-row-count,81,
die_width,225.5,microns
yosysSeqAreaShare,14.83,%
insertion_delay,0.51,ns
drtPass1Iterations,6,
yosysTopAreaCellShare,14.43,%
clock_path_buffers,2,
finalClockPeriodUsage,53.50,%
number_of_design_rule_violations_left_by_the_first_detailed_router_iteration,2917,
timing_max_transition_violations_final,0,
post_layout_min_period,13.27,ns
critical-path-top-delay-family,AND-OR/OR-AND gates,
min_path_cells,0,
synthesis.yosys.warnings,1,
## cell type report
type | instances | area share, %
tap | 664 | 3.097
clock inverter | 15 | 0.6857
clock buffer | 17 | 1.586
timing repair buffer | 128 | 4.161
sequential | 125 | 13.86
multi-input combinational | 2828 | 75.00
inverter | 114 | 1.609
## worst max path at each step
stage	to	from	cells past startpoint	slack [ns]
CTS	y_1_next[30]$_SDFFCE_PP0N_	n[0]$_SDFF_PP0_	53	11.82
global route	y_1_next[30]$_SDFFCE_PP0N_	n[0]$_SDFF_PP0_	53	10.22
finish	x_1_next[30]$_SDFFCE_PP0N_	n[2]$_SDFF_PP1_	50	11.53
## worst register-to-register path, delay by kind of cell, from the launching register on
kind / cells / cell delay [ns]
muxes: 1 / 0.20
and+or+nand+nor: 16 / 3.61
AOI/OAI and AO/OA: 25 / 6.02
xor gates and xnor gates: 1 / 0.21
buffers and inverters: 4 / 1.34
adders and majority gates: 3 / 0.83
DFF: 1 / 0.83
## cells by family (layout without fill, tap and decap cells)
family	after synthesis	after routing	share of synthesized area (%)
buffers and inverters	289	274	4.730
flip-flops	125	125	14.83
AND/OR/NAND/NOR	1129	1129	22.03
XOR/XNOR	258	258	9.284
AND-OR/OR-AND	1052	1052	27.56
multiplexers	182	182	11.02
adder cells (fa/ha/maj)	207	207	10.55
## per-stage QoR
step	instance area, sq um	cells
6_report	26820	3891
5_1_grt	26820	3891
2_1_floorplan	24970	3242
3_3_place_gp	26210	3859
3_5_place_dp	26210	3859
4_1_cts	26820	3891
## cell usage in the layout, fill, tap and decap left out, drive strengths merged, types with 21 or more instances in the layout
cell,Yosys,final
a211oi,47,47
a21boi,24,24
a21o,58,58
a21oi,318,318
a31oi,52,52
and2,30,30
and3,45,45
buf,62,71
clkdlybuf4s50,0,57
edfxtp,120,120
ha,201,201
inv,111,116
mux2,40,40
mux2i,73,73
mux4,69,69
nand2,312,312
nand2b,40,40
nand3,75,75
nand4,21,21
nor2,357,357
nor2b,30,30
nor3,93,93
o211ai,47,47
o21a,42,42
o21ai,216,216
o31ai,33,33
or3,34,34
xnor2,139,139
xor2,115,115
## metal layers
| metal | track usage (%) | share of wire, % |
|---|---|---|
| met1 | 57.31 | 39 |
| met2 | 60.09 | 41 |
| met3 | 17.63 | 13 |
| met4 | 24.62 | 7.3 |
| met5 | 0 | 0.042 |
