==> /design/flow/design.v <==
module cordic_dsd_multistep_30bits #(parameter DATA_WIDTH = 30)
(
	input	clk, rst,
	input signed [DATA_WIDTH-1:0] z,
	output signed [DATA_WIDTH-1:0] sin_out
);
	reg [4:0] n = 5'd10;
	reg signed [DATA_WIDTH+3:0] x_0, x_0_next, x_1_next, x_2_next;
	reg signed [DATA_WIDTH+3:0] y_0, y_0_next, y_1_next, y_2_next;
	reg signed [DATA_WIDTH+3:0] z_0, z_0_next, z_1_next, z_2_next;	
	reg[DATA_WIDTH-1:0] out_reg;
	reg state;
	wire signed [DATA_WIDTH-1:0] tan_values[0:DATA_WIDTH-1];
	assign tan_values[0] = 30'hC90FDAA;
	assign tan_values[1] = 30'h76B19C1;
	assign tan_values[2] = 30'h3EB6EBF;
	assign tan_values[3] = 30'h1FD5BAA;
	assign tan_values[4] = 30'h0FFAADE;
	assign tan_values[5] = 30'h07FF557;
	assign tan_values[6] = 30'h03FFEAB;
	assign tan_values[7] = 30'h01FFFD5;
	assign tan_values[8] = 30'h00FFFFB;
	assign tan_values[9] = 30'h007FFFF;
	assign tan_values[10] = 30'h0040000;
	assign tan_values[11] = 30'h0020000;
	assign tan_values[12] = 30'h0010000;
	assign tan_values[13] = 30'h0008000;
	assign tan_values[14] = 30'h0004000;
	assign tan_values[15] = 30'h0002000;
	assign tan_values[16] = 30'h0001000;
	assign tan_values[17] = 30'h0000800;
	assign tan_values[18] = 30'h0000400;
	assign tan_values[19] = 30'h0000200;
	assign tan_values[20] = 30'h0000100;
	assign tan_values[21] = 30'h0000080;
	assign tan_values[22] = 30'h0000040;
	assign tan_values[23] = 30'h0000020;
	assign tan_values[24] = 30'h0000010;
	assign tan_values[25] = 30'h0000008;
	assign tan_values[26] = 30'h0000004;
	assign tan_values[27] = 30'h0000002;
	assign tan_values[28] = 30'h0000001;
	assign tan_values[29] = 30'h0000001;
	always @ (*)
	begin
		x_0 <= x_2_next;
		y_0 <= y_2_next;
		z_0 <= z_2_next;
		if(n == 5'd10)
		begin
			state = 1'b0;
		end
		else
		begin
			state = 1'b1;
		end
	end
	always @ (posedge clk)
	begin
		if(rst)
		begin
			n <= 5'd10;
		end
		else
		begin
			case (state)
				1'b0:
				begin
					x_2_next <= 33'h9B74EDB;
					y_2_next <= 33'b0;
					z_2_next <= z;
					n <= 5'b0;
					out_reg <= y_2_next;				
				end
				1'b1:
				begin
					if (z_0[DATA_WIDTH-1]==1'b0)
					begin
						x_0_next = x_0 - (y_0 >>> (3*n));
						y_0_next = y_0 + (x_0 >>> (3*n));
						z_0_next = z_0 - tan_values[(3*n)];
					end
					else
					begin
						x_0_next = x_0 + (y_0 >>> (3*n));
						y_0_next = y_0 - (x_0 >>> (3*n));
						z_0_next = z_0 + tan_values[(3*n)];
					end
					if (z_0_next[DATA_WIDTH-1]==1'b0)
					begin
						x_1_next = x_0_next - (y_0_next >>> ((3*n) + 1));
						y_1_next = y_0_next + (x_0_next >>> ((3*n) + 1));
						z_1_next = z_0_next - tan_values[((3*n) + 1)];
					end
					else
					begin
						x_1_next = x_0_next + (y_0_next >>> ((3*n) + 1));
						y_1_next = y_0_next - (x_0_next >>> ((3*n) + 1));
						z_1_next = z_0_next + tan_values[((3*n) + 1)];
					end
					if (z_1_next[DATA_WIDTH-1]==1'b0)
					begin
						x_2_next = x_1_next - (y_1_next >>> ((3*n) + 2));
						y_2_next = y_1_next + (x_1_next >>> ((3*n) + 2));
						z_2_next = z_1_next - tan_values[((3*n) + 2)];
					end
					else
					begin
						x_2_next = x_1_next + (y_1_next >>> ((3*n) + 2));
						y_2_next = y_1_next - (x_1_next >>> ((3*n) + 2));
						z_2_next = z_1_next + tan_values[((3*n) + 2)];
					end
					n = n + 1'b1;
				end
			endcase
		end
	end
	assign sin_out = out_reg;
endmodule
==> /design/flow/run.sh <==
#!/bin/bash
# OpenROAD 26Q1-2900-gdf79404cd8, Yosys 0.63+post, stock flow scripts
make -C /OpenROAD-flow-scripts/flow DESIGN_CONFIG=/design/flow/config.mk WORK_HOME=/design/flow/orfs finish
==> /design/flow/config.mk <==
export PLATFORM = sky130hd
export DESIGN_NAME = cordic_dsd_multistep_30bits
export DESIGN_NICKNAME = cordic_dsd_multistep_30bits
export VERILOG_FILES = /design/flow/design.v
export SDC_FILE = /design/flow/constraint.sdc
export NUM_CORES = 4
export LEC_CHECK = 1
export CORE_UTILIZATION = 50
==> /design/flow/constraint.sdc <==
current_design cordic_dsd_multistep_30bits

set clk_period 47.8
set clk_io_pct 0.2

create_clock -name clk0 -period $clk_period [get_ports {clk}]

set non_clock_inputs [all_inputs -no_clocks]
set_input_delay [expr $clk_period * $clk_io_pct] -clock clk0 $non_clock_inputs
set_output_delay [expr $clk_period * $clk_io_pct] -clock clk0 [all_outputs]
==> flow_summary_export.csv <==
group,metric,value,unit
setup_path,crit_required,48.04,ns
placed_design,routabilityCongestion,1.27,
setup_path,crit_arrival,24.42,ns
die,initCoreUtil,50.6,%
finish,fillerInstances,8153,
timing,worst_pin_slew,1.62,ns
clocking,cts.htree.levels,4,
drt,dr.first_iter.drc_count,7439,
drt,wire_per_inst,33.6,um
grt,first_global_vias,47700,
drt,vias_per_cell,7.33,
clocking,postCtsHoldBufs,0,
synthesis,yosysWarnings,1,
drt,firstDrtPassIters,10,
synthesis,ys_cells,6146,
die,die_x,296,um
grt,track_usage,55.9,%
synthesis,synth_seq_share,9.15,%
setup_path,endpoint_kind,"flop",
synthesis,mappedNetlistArea,0.0431,mm2
finish,utilization,53.6,%
finish,area_delta_synth_final,6.03,%
timing,report.final.slew_viol_count,10,
clocking,clock_sinks,133,
synthesis,synth-edff-count,128,
grt,grt_pass1_wl,340,mm
setup_path,crit_path_frequent_cell,"o21ai_0",
die,die_h,296,um
placed_design,place_hpwl,188,mm
setup_path,max_stage_delay,1.22,ns
drt,postRouteAntennaNets,0,
outcome,status,"finished, violations left",
setup_path,path_max_fanout,52,
die,die_area,0.0874,mm2
clocking,clockRootBuffer,"clkbuf_16",
clocking,cts_buffers,17,
setup_path,startpoint,"n[0]",
hold_path,hold_path.class,"flop to flop",
finish,top_regs,"x_2_next (34), y_2_next (34)",
grt,antenna_found_initial,23,
placed_design,place_ws,24.69,ns
clocking,cts_resized,0,
synthesis,syn_inst,6146,
timing,fin_ws,23.62,ns
timing,slew_headroom,-8.75,%
setup_path,reg2regPathDepth,80,
setup_path,cp_num_buf_inv,4,
outcome,violations,"capacitance limit, slew limit",
die,rows,107,
setup_path,worstSetupStartpointType,"flop",
grt,grt_max_degree,109,
hold_path,hp-start,"y_2_next[2]",
timing,finalSetupViolations,0,
setup_path,crit_type,"flop to flop",
setup_path,regToRegStartpoint,"n[0]",
drt,via_count,52900,
setup_path,crit_path_end,"y_2_next[30]",
timing,fmax,41.4,MHz
timing,finalClockPeriodUsage,50.6,%
setup_path,critPathSlowestCell,"fa_4",
setup_path,cpLargestDelayFamily,"AND-OR/OR-AND gates",
clocking,clock_latency,0.51,ns
placed_design,place.port_buffers,61,
clocking,clockBufferDepth,2,
timing,setup_total_negative_slack,0,ns
timing,fin_skew,0.0232,ns
synthesis,ff_type,"edfxtp_1",
grt,grt_overflow,0,
drt,drcViolationCount,0,
run,drv_cap,3,
synthesis,syn_area_per_cell,7.01,um2
finish,register_area,0.00395,mm2
clocking,cts_setup_buffers,0,
setup_path,rr_endpoint,"y_2_next[30]",
die,num_io_pins,62,
synthesis,synthDistinctLibCells,122,
run,warnings,42,
synthesis,ys.flops,133,
die,core-area,0.0853,mm2
clocking,cts_tree,"yes",
finish,combGateArea,0.0368,mm2
setup_path,timing.reg2reg.setup_slack,23.62,ns
synthesis,async_flop_share,0,%
timing,layout_min_cycle_time,24.18,ns
clocking,path_clk_slew,0.06,ns
finish,drive_above_1_share,8.64,%
timing,rsz0062_at_grt,"false",
timing,hold_viol_final,0,
drt,wirelength,242,mm
setup_path,cp_num_cells,80,
synthesis,ys_chip_area,0.0431,mm2
[through the flow]
step	instances	area (um2)	hold slack [ns]
3_5_place_dp	7152	45000	0.539
5_1_grt	7190	45700	0.575
6_report	7208	45700	0.564
4_1_cts	7184	45600	0.557
2_1_floorplan	6146	43100	0.445
3_3_place_gp	7152	45000	0.553
[Yosys cell counts (47+ instances only)]
master      n  area share [%]
nor2_1    673             5.9
nand2_1   620             5.4
a31oi_1   134             1.9
a21o_1    102             1.8
inv_1     226             2.0
edfxtp_1  128             8.9
nand2b_1   62            0.90
xor2_1    158             3.2
and3_1     82             1.2
nor2b_1    52            0.75
nand3_1   178             2.1
mux2i_1    93             2.2
a21oi_1   526             6.1
mux4_2     86             4.5
o31ai_1    64             1.1
o21ai_0   468             5.4
xnor2_1   275             5.6
nor3_1    192             2.2
o211ai_1   80             1.4
or3_1      50            0.73
ha_1      308             8.9
buf_1      55            0.48
a211oi_1   94             1.6
mux2_2     60             1.6
o22ai_1    47            0.68
clkbuf_1  247             2.2
and2_1     90             1.3
o21a_1     74             1.3
[layer usage]
metal	vias up	GRT usage (%)	part of all wire, %	wire length (um)
met5	-	7.71	0.42	1030
met1	24400	66.5	35	84900
met4	40	41.0	9.9	23900
met2	4223	73.0	38	91400
li1	23000	-	-	-
met3	1162	32.8	17	40900
[layout by cell type, fill, tap and decap left out, types with 86 or more instances in the layout]
master / count
and2_1: 90
mux4_2: 86
edfxtp_1: 128
mux2i_1: 93
a211oi_1: 94
nand3_1: 177
nor3_1: 191
xor2_1: 156
nand2_1: 619
ha_1: 307
buf_4: 173
inv_1: 222
a31oi_1: 132
a21oi_1: 525
nor2_1: 664
o21ai_0: 467
xnor2_1: 272
a21o_1: 102
[kinds of logic (layout without fill, tap and decap cells)]
family | after synthesis | in the layout | share of synthesized area (%)
xor gates and xnor gates | 437 | 437 | 8.99
other | 0 | 23 | 0
AOI/OAI and AO/OA | 2165 | 2165 | 33.4
muxes | 242 | 242 | 8.33
and+or+nand+nor | 2247 | 2247 | 24.9
buffers and inverters | 604 | 499 | 5.78
adders and majority gates | 318 | 318 | 9.40
DFF | 133 | 133 | 9.15
[final cells by class]
class,count,area share (%)
Clock inverter,15,0.394
Timing Repair Buffer,237,4.29
Inverter,230,1.90
Antenna cell,23,0.126
Clock buffer,17,0.931
Sequential cell,133,8.64
Tap cell,1144,3.13
Multi-Input combinational cell,5409,80.6
[worst min path at each step]
stage | endpoint | slack (ns) | cells past startpoint
final | out_reg[2] | 0.56 | 0
after global routing | out_reg[2] | 0.57 | 0
after CTS | out_reg[2] | 0.56 | 0
